File: ./design.v
 `timescale 1ms / 10ns
module dt_slim_fz(
    input clk,
    input [9:0]x_blue,x_slim,
    input [8:0]y_blue,y_slim,
    input [31:0]ipcnt,
    output reg frozen
);
initial begin
    frozen <= 0; 
end
reg [7:0]num;
always @(posedge clk) begin
    if (ipcnt == 6000000) begin
        num <= (num+1)%256;
    end
    if(frozen==0)begin
        num<=0;     
    end
    if (x_blue+10'd24 < x_slim+10'd62&&x_blue+10'd24 > x_slim && y_blue + 9'd41< y_slim+9'd2&&y_blue+9'd41 > y_slim-9'd2) begin
        frozen <= 1;
    end
    if(num == 255)begin
        frozen <= 0;
    end
end
endmodule
File: ./run.sh
#!/bin/bash
# OpenROAD 26Q1-2900-gdf79404cd8, Yosys 0.63+post, stock flow scripts
make -C /OpenROAD-flow-scripts/flow DESIGN_CONFIG=/design/flow/config.mk WORK_HOME=/design/flow/orfs finish
File: ./config.mk
export PLATFORM = sky130hd
export DESIGN_NAME = dt_slim_fz
export DESIGN_NICKNAME = dt_slim_fz
export VERILOG_FILES = /design/flow/design.v
export SDC_FILE = /design/flow/constraint.sdc
export NUM_CORES = 4
export LEC_CHECK = 1
export CORE_UTILIZATION = 30
File: ./constraint.sdc
current_design dt_slim_fz

set clk_period 3.0
set clk_io_pct 0.2

create_clock -name clk0 -period $clk_period [get_ports {clk}]

set non_clock_inputs [all_inputs -no_clocks]
set_input_delay [expr $clk_period * $clk_io_pct] -clock clk0 $non_clock_inputs
set_output_delay [expr $clk_period * $clk_io_pct] -clock clk0 [all_outputs]
==> GITHUB_STEP_SUMMARY <==
## Implementation flow summary

| Metric | Value |
|---|---|
| GPL Wtd Cong | `0.815` |
| DR vias/cell | `4.69` |
| Final core occ | `52.2%` |
| Row cnt | `27` |
| YS chip area | `0.00182 mm²` |
| Cells in synth_stat.txt | `226` |
| Share of post-route cells with drive strength above 1 | `16.0%` |
| Top_reg_cell synth | `dfxtp_1` |
| Late-Pin Clk Latency | `0.23 ns` |
| Clk pwr share | `20.3%` |
| Initial Util | `32.0%` |
| GRT Total Usage | `13.8%` |
| CP Max Fanout | `2` |
| FMAX | `344 MHz` |
| Worst EP required | `3.10 ns` |
| Clk sinks | `9` |
| Part of the power in registers | `21.7%` |
| Vias | `1890` |
| Crit path DAT | `3.00 ns` |
| Mean post-synth cell area | `8.04 µm²` |
| Flip-flops with a built-in enable | `0` |
| Cell-internal power | `454 µW` |
| CTS H-tree depth | `1` |
| Fraction of registers with async set/reset | `0%` |
| Worst slack, placed | `-0.225 ns` |
| Synth Register Bits | `9` |
| Core Region | `0.00568 mm²` |
| Hold WS | `0.505 ns` |
| Die area | `0.00638 mm²` |
| Largest net degree at the start of global routing | `12` |
| Initial antenna violation count | `0` |
| Most numerous logic cells after layout | `clkdlybuf4s50_1, ha_1, buf_4, xnor2_1, inv_1` |
| First-pass GRT wire length | `7100 µm` |
| Layout area overhead | `62.9%` |
| Worst setup margin | `0.0962 ns` |
| Worst slew pin tran | `0.328 ns` |
| Setup Skew | `0.000846 ns` |
| Final setup fails | `0` |
| Relative slew slack | `77.8%` |
| Status | `finished, final reports clean` |
| Die W | `79.8 µm` |
| Final Max Slew Viols | `0` |
| Initial drt markers | `44` |
| PwrDens | `228 mW/mm²` |
| Critical Path End Type | `register` |
| Area after DPL | `0.00285 mm²` |
| Register share after synthesis | `9.91%` |
| Gr ovfl total | `0` |
| Routed WL per cell | `10.6 µm` |
| Die height | `79.8 µm` |
| DRT Pass-1 Iters | `4` |
| Most numerous logic cell after layout | `clkdlybuf4s50_1` |
| CTS tree | `built` |
| Fin crit share | `96.8%` |
| Peak supply drop | `249 µV` |
| Final min period | `2.90 ns` |
| Leak | `0.00129 µW` |
| Switching part of the total | `32.7%` |
| ANT nets after route | `0` |
| Antenna fix cells | `0` |
| Final HPWL DP | `3790 µm` |
| Syn Std Cell Area | `0.00182 mm²` |
| Filler instances | `529` |
| Post-Route WL | `4260 µm` |
| Unique cell types | `38` |
| Design area | `0.00296 mm²` |
| Largest buffer count on any clock path | `2` |
| Total negative slack | `0 ns` |
| Vias in the first global route | `1707` |
| Switch Pwr | `221 µW` |
| Part of the power in combinational logic | `58.0%` |
| Residual DRC | `0` |
| Root Driver | `clkbuf_8` |
| CTS clock-pin slew for the worst setup and hold paths | `0.04 ns` |
| Number of I/O pins | `72` |
| Max cap viols | `0` |
| CP Class | `in2reg` |
| Tool Warnings | `27` |
| Port buffer count | `71` |
| Setup Fix Bufs, Post-CTS | `0` |
| HP Class | `reg2reg` |
| Syn. warnings | `1` |
| Hold Vio Cnt, Final | `0` |
| CTS Buf Count | `3` |
| Syn Inst Count | `226` |
| Worst setup SP type | `input port` |
[cells in the mapped netlist (3+ instances only)]
| master | n | area (µm²) |
|---|---|---|
| dfxtp_1 | 9 | 180 |
| a21oi_1 | 11 | 55.1 |
| inv_1 | 18 | 67.6 |
| ha_1 | 41 | 513 |
| xnor2_1 | 29 | 254 |
| nor3_1 | 7 | 35.0 |
| nor2b_1 | 3 | 18.8 |
| and3_1 | 4 | 25.0 |
| nand3_1 | 11 | 55.1 |
| o21ai_0 | 7 | 35.0 |
| xor2_1 | 9 | 78.8 |
| nor2_1 | 12 | 45.0 |
| nand4_1 | 12 | 75.1 |
| and2_1 | 7 | 43.8 |
| nor4_2 | 3 | 37.5 |
| nand2_1 | 16 | 60.1 |
[timing repair]
| item | in CTS | in global routing |
|---|---|---|
| gates resized | 0 | 14 |
| endpoints found under the setup margin | 0 | 1 |
| endpoints found under the hold margin | 0 | 0 |
| hold buffers | 0 | 0 |
[sequential cells by signal, summed over array words and instances, names as in the netlist]
signal and cells:
num 8, frozen 1
[power by group through the flow]
stage	Clock, µW	Combinational (µW)	Sequential [µW]
final	137	392	147
after global routing	151	443	149
after CTS	140	382	146
[per-stage QoR]
stage	total power (µW)	instances
final	675	403
after global routing	743	403
after floorplan	325	226
after global placement	524	399
after CTS	668	403
after detailed placement	528	399
[final timing paths]
check / slack [ns] / depth (start not counted) / from / end
worst max-delay path: 0.1 / 10 / y_slim[6] / frozen
worst min-delay path: 0.50 / 1 / num[7] / frozen
worst max register to register: 1.68 / 5 / num[2] / num[7]
worst min register to register: 0.50 / 1 / num[7] / frozen
[layer usage]
layer | GRT usage [%] | routed length [µm] | vias to the layer above | share of wire [%]
li1 | - | - | 1034 | -
met2 | 21.6 | 1830 | 54 | 43
met5 | 0 | 0 | - | 0
met1 | 21.1 | 2180 | 802 | 51
met4 | 0.357 | 0 | 0 | 0
met3 | 2.09 | 244 | 0 | 5.7
[worst max-delay path: stages]
cell	delay [ns]
clkdlybuf4s50_1	0.42
or4_4	0.56
nor4_4	0.23
xnor2_1	0.18
ha_1	0.28
nand4_1	0.11
nor2_1	0.06
a221o_1	0.33
a41oi_2	0.19
a311oi_2	0.05
[kinds of logic after synthesis]
group / share of synthesized area [%]
XOR/XNOR: 18.3
multiplexers: 0.551
AND-OR/OR-AND: 10.5
flip-flops: 9.91
AND/OR/NAND/NOR: 28.4
buffers and inverters: 4.20
adder cells (fa/ha/maj): 28.2
[layout make-up]
class                           count  area [µm²]  area share (%)
Clock buffer                        4        45.0            1.52
Timing Repair Buffer              103         956            32.3
Tap cell                           72        90.1            3.04
Sequential cell                     9         180            6.08
Multi-Input combinational cell    197        1620            54.8
Inverter                           18        67.6            2.28
Power is estimated from default activity; no workload was simulated.
