<file path="./run.sh">
#!/bin/bash
# OpenROAD 26Q1-2900-gdf79404cd8, Yosys 0.63+post, stock flow scripts
make -C /OpenROAD-flow-scripts/flow DESIGN_CONFIG=/design/flow/config.mk WORK_HOME=/design/flow/orfs finish
</file>
<file path="./config.mk">
export PLATFORM = sky130hd
export DESIGN_NAME = vgac
export DESIGN_NICKNAME = vgac
export VERILOG_FILES = /design/flow/design.v
export SDC_FILE = /design/flow/constraint.sdc
export NUM_CORES = 4
export LEC_CHECK = 1
export CORE_UTILIZATION = 40
</file>
<file path="./constraint.sdc">
current_design vgac

set clk_period 3.1
set clk_io_pct 0.2

create_clock -name clk0 -period $clk_period [get_ports {vga_clk}]

set non_clock_inputs [all_inputs -no_clocks]
set_input_delay [expr $clk_period * $clk_io_pct] -clock clk0 $non_clock_inputs
set_output_delay [expr $clk_period * $clk_io_pct] -clock clk0 [all_outputs]
</file>
<file path="./design.v">
`timescale 1ns / 1ps
module vgac (vga_clk,clrn,d_in,row_addr,col_addr,rdn,r,g,b,hs,vs);  
   input     [11:0] d_in;      
   input            vga_clk;   
   input            clrn;
   output reg [8:0] row_addr;  
   output reg [9:0] col_addr;  
   output reg [3:0] r,g,b;  
   output reg       rdn;       
   output reg       hs,vs;     
   reg [9:0] h_count;  
   always @ (posedge vga_clk) begin
       if (!clrn) begin
           h_count <= 10'h0;
       end else if (h_count == 10'd799) begin
           h_count <= 10'h0;
       end else begin 
           h_count <= h_count + 10'h1;
       end
   end
   reg [9:0] v_count;  
   always @ (posedge vga_clk or negedge clrn) begin
       if (!clrn) begin
           v_count <= 10'h0;
       end else if (h_count == 10'd799) begin
           if (v_count == 10'd524) begin
               v_count <= 10'h0;
           end else begin
               v_count <= v_count + 10'h1;
           end
       end
   end
    wire  [9:0] row    =  v_count - 10'd35;      
    wire  [9:0] col    =  h_count - 10'd143;     
    wire        h_sync = (h_count > 10'd95);     
    wire        v_sync = (v_count > 10'd1);      
    wire        read   = (h_count > 10'd142) &&  
                         (h_count < 10'd783) &&  
                         (v_count > 10'd34)  &&  
                         (v_count < 10'd515);    
    always @ (posedge vga_clk) begin
        row_addr <=  row[8:0]-9'd20;  
        col_addr <=  col-10'd45;       
        rdn      <= ~read;      
        hs       <=  h_sync;    
        vs       <=  v_sync;    
        b        <=  rdn ? 4'h0 : d_in[3:0];  
        g        <=  rdn ? 4'h0 : d_in[7:4];  
        r        <=  rdn ? 4'h0 : d_in[11:8];  
    end
endmodule
</file>
==> impl_metrics.csv <==
group,metric,value,unit
floorplan,io-pin-count,48,
power,p_int,971.1,µW
synth,syn_area_per_cell,10.27,µm²
timing,worst_pin_slew,0.6998,ns
power,clockPowerShare,0.376,
setup_path,reg2regPathDepth,5,
synth,seq_area_frac_synth,0.5346,
synth,async_reset_ff_frac,0.1852,
layout,logic_area,895.9,µm²
setup_path,r2r_start,"h_count[2]",
synth,synth.distinct_cells,37,
clocking,cts_buffers,5,
setup_path,cp-startpoint,"h_count[2]",
setup_path,cp_num_buf_inv,0,
min_path,hp-class,"reg -> reg",
clocking,root_buffer,"clkbuf_8",
global_routing,grt_max_degree,16,
synth,syn_area,2116,µm²
route,drt_iter0_markers,84,
synth,ys_sh_simple,0.2005,
synth,yosys_cells,206,
power,p_sw,226.7,µW
placed_design,hpwl,2.565,mm
route,drt_pass1_iterations,4,
setup_path,start_kind,"flop",
synth,aoi_share,0.06742,
placed_design,place_area,2615,µm²
power,swShare,0.1893,
synth,edf_count,0,
timing,finalCriticalPeriod,2.132,ns
synth,yosys_area,2116,µm²
clocking,clkSlewWorstSetupHoldPaths,0.09,ns
setup_path,critPathMaxFanout,8,
global_routing,antenna_found_initial,0,
setup_path,crit_path_cell_trace,"ha_1 -> nand2_1 -> or4_4 -> or3_1 -> xnor2_1",
clocking,cts_sinks,54,
timing,period_used_share,0.6878,
route,insertedDiodeCount,0,
setup_path,r2r_slack,0.97,ns
power,combPwrFrac,0.032,
global_routing,grt_pass1_wl,6.009,mm
layout,finalInstanceArea,2721,µm²
power,leakage,1.069,nW
floorplan,die_y,74.73,µm
layout,area_growth,28.62,%
run,warnings,30,
clocking,postCtsSetupRepairBufs,0,
synth,ys_sh_xor,0.1035,
synth,ys.flop_type,"dfxtp_1",
timing,final-hold-violation-count,0,
setup_path,cp_slowest_stage_delay,0.61,ns
clocking,post_cts_resized,0,
clocking,cts_hold_buf,0,
timing,relSlewSlack,0.5296,
power,ir_drop,244.5,µV
setup_path,critPathKind,"reg -> reg",
floorplan,rows,26,
route,routed_wl,3.682,mm
synth,adder_share,0.04731,
layout,register_area,1131,µm²
route,ant_nets,0,
run,cap_violations,0,
setup_path,cp.depth,5,
setup_path,critical_path.slowest_cell,"or4_4",
route,via_per_inst,4.731,
setup_path,r2r_end,"v_count[7]",
synth,synth.area.mux_share,0.004731,
synth,ys_ff,54,
floorplan,coreArea,5107,µm²
setup_path,crit_required,3.29,ns
timing,max_freq,0.4690,GHz
layout,fill_cells,472,
floorplan,dieArea,5585,µm²
layout,drive_gt1_frac,0.04400,
route,wl_per_cell,11.51,µm
clocking,cts_tree,"built",
global_routing,grtUsageTotal,0.1413,
placed_design,place_congestion,0.8306,
global_routing,grt_pass1_vias,1281,
clocking,ctsHtreeMaxLevel,2,
setup_path,crit_family,"simple AND/OR/NAND/NOR gates",
route,drc,0,
floorplan,fp_util,0.4143,
placed_design,port-buffer-count,47,
status,status,"finished, final reports clean",
power,seqPwrFrac,0.591,
timing,setup_tns,0,ns
clocking,clockBufferDepth,2,
clocking,clock_latency,0.30,ns
setup_path,end_kind,"flop",
setup_path,cp.arrival,2.32,ns
synth,syn_inst,206,
timing,setup_viol,0,
timing,slew_viol_final,0,
route,vias,1514,
timing,skew,0.006096,ns
synth,netlist_logic_family_top,"simple AND/OR/NAND/NOR gates",
timing,rsz0062_at_grt,"no",
floorplan,dieWidth,74.73,µm
global_routing,grt_overflow,0,
synth,ys_warn_count,1,
power,power.density,440.2,nW/µm²
setup_path,critPathCapture,"v_count[7]",
==> metal layers <==
metal	GRT usage	part of all wire	routed length [µm]
met4	0.02096	0.019	69
met3	0.03528	0.080	294
met1	0.2219	0.49	1809
met5	0	0	0
met2	0.2082	0.41	1509
==> area by class of cell <==
type                    instances  share of cell area
clock buffers                   7             0.02805
multi-input cells             135              0.3292
inverters                       4            0.005517
flip-flops and latches         54              0.4156
well taps                      70             0.03218
clock inverters                 1             0.01103
repair buffers                 49              0.1784
==> cells in the final DEF, fill, tap and decap left out, types with 2 or more instances in the layout <==
cell,netlist,final
nand3_1,4,4
ha_1,8,8
buf_4,0,2
xor2_1,11,11
o21ai_0,5,5
clkbuf_1,7,2
a2111o_1,2,2
nor2b_1,14,14
clkbuf_8,0,5
inv_1,4,4
and2_1,3,3
nand4_1,3,3
a211oi_1,2,2
nor4_1,4,4
clkdlybuf4s50_1,0,47
or3_1,4,4
dfxtp_1,44,44
nor3_1,9,9
dfrtp_1,10,10
nor2_1,13,13
xnor2_1,14,14
nand2_1,18,18
o211ai_1,3,3
nand2b_1,2,2
a21oi_1,4,4
==> state kept, by name (all words and copies together), names as in the netlist <==
signal    flops
col_addr     10
h_count      10
v_count      10
row_addr      9
b             4
g             4
r             4
hs            1
rdn           1
vs            1
==> power by group through the flow <==
stage / combinational, mW / clock, mW / sequential, mW
after global routing: 0.0432 / 0.496 / 0.710
final: 0.0384 / 0.451 / 0.708
after CTS: 0.0391 / 0.472 / 0.709
==> synthesized netlist by cell type, drive strengths merged (5+ instances only) <==
| cell | n | area share |
|---|---|---|
| clkbuf | 7 | 0.012 |
| dfxtp | 44 | 0.42 |
| buf | 6 | 0.022 |
| o21ai | 5 | 0.012 |
| xnor2 | 14 | 0.058 |
| dfrtp | 10 | 0.12 |
| nor2b | 14 | 0.041 |
| nand2 | 18 | 0.032 |
| nor4 | 5 | 0.018 |
| nor2 | 13 | 0.023 |
| nor3 | 9 | 0.021 |
| xor2 | 11 | 0.046 |
| ha | 8 | 0.047 |
==> kinds of logic (layout without fill, tap and decap cells) <==
| kind of cell | count (synthesis) | after routing |
|---|---|---|
| adder cells (fa/ha/maj) | 8 | 8 |
| buffers and inverters | 17 | 61 |
| AND/OR/NAND/NOR | 80 | 80 |
| flip-flops | 54 | 54 |
| multiplexers | 1 | 1 |
| XOR/XNOR | 25 | 25 |
| AND-OR/OR-AND | 21 | 21 |
==> how the worst min path moves through the flow <==
stage,from,slack [ns],cells past startpoint,to
final,h_count[0],0.43,0,col_addr[0]
after global routing,h_count[0],0.45,0,col_addr[0]
after CTS,h_count[0],0.43,0,col_addr[0]
==> metrics by stage <==
| step | util | cells | power, mW | hold WS, ns | worst slack [ns] |
|---|---|---|---|---|---|
| floorplan | - | 206 | 0.7323 | 0.3244 | 1.072 |
| global placement | 0.5120 | 312 | 0.7636 | 0.4162 | 1.044 |
| detailed placement | 0.5120 | 312 | 0.7630 | 0.4149 | 0.9792 |
| CTS | 0.5328 | 320 | 1.219 | 0.4318 | 0.9562 |
| global route | 0.5328 | 320 | 1.249 | 0.4457 | 0.7942 |
| finish | 0.5328 | 320 | 1.198 | 0.4288 | 0.9677 |
Power figures rest on the tool's default switching activity, not on a simulated workload.
