--- design/flow/design.v ---
module collision(
    input clk,
    input [9:0] x_blue, x_ground,
    input [8:0] y_blue, y_ground,
    output reg [3:0] is_Collision
);
always @(posedge clk) begin
    if(x_blue + 10'd30 >= x_ground && x_blue + 10'd10 <= x_ground+10'd25 && y_blue + 9'd41 >= y_ground && y_blue + 9'd41 <= y_ground + 9'd3) begin
        is_Collision[0] <= 1;
    end else begin
        is_Collision[0] <= 0;
    end
    if(x_blue + 10'd30 >= x_ground && x_blue + 10'd10 <= x_ground+10'd25 &&  y_blue >= y_ground+9'd24  && y_blue <= y_ground + 9'd25) begin
        is_Collision[1] <= 1;
    end else begin
        is_Collision[1] <= 0;
    end
    if(x_blue + 10'd45 >= x_ground && x_blue + 10'd45 <= x_ground+10'd3 && y_blue + 9'd36 >= y_ground && y_blue <= y_ground + 9'd23) begin
        is_Collision[2] <= 1;
    end else begin
        is_Collision[2] <= 0;
    end
    if(x_blue >= x_ground+10'd23 && x_blue <= x_ground+10'd25 && y_blue + 9'd36 >= y_ground && y_blue <= y_ground + 9'd23) begin
        is_Collision[3] <= 1;
    end else begin
        is_Collision[3] <= 0;
    end
end
endmodule
--- design/flow/run.sh ---
#!/bin/bash
# OpenROAD 26Q1-2900-gdf79404cd8, Yosys 0.63+post, stock flow scripts
make -C /OpenROAD-flow-scripts/flow DESIGN_CONFIG=/design/flow/config.mk WORK_HOME=/design/flow/orfs finish
--- design/flow/config.mk ---
export PLATFORM = sky130hd
export DESIGN_NAME = collision
export DESIGN_NICKNAME = collision
export VERILOG_FILES = /design/flow/design.v
export SDC_FILE = /design/flow/constraint.sdc
export NUM_CORES = 4
export LEC_CHECK = 1
export CORE_UTILIZATION = 50
--- design/flow/constraint.sdc ---
current_design collision

set clk_period 3.9
set clk_io_pct 0.2

create_clock -name clk0 -period $clk_period [get_ports {clk}]

set non_clock_inputs [all_inputs -no_clocks]
set_input_delay [expr $clk_period * $clk_io_pct] -clock clk0 $non_clock_inputs
set_output_delay [expr $clk_period * $clk_io_pct] -clock clk0 [all_outputs]
==> impl_summary.log <==
[flow] final metrics
[metrics] CP Data Required Time: roughly 4.0 ns
[metrics] global-route wire length before repair: approximately 18000 microns
[metrics] routed length per instance: about 17 microns
[metrics] top logic cell by instance count in the layout: sky130_fd_sc_hd__ha_1
[metrics] Pins Over Slew Limit: 0
[metrics] initial core utilization: between 50% and 60%
[metrics] Hold Vio Cnt, Final: 0
[metrics] Sink Count: 4
[metrics] Logic cell area: 3712 sq um
[metrics] horizontal die size: roughly 90 microns
[metrics] vias in the first global route: 3594
[metrics] Num CTS Buffers: 3
[metrics] gp weighted congestion: between 0.9 and 1
[metrics] transition time at the pin with the least slew margin: between 0.5 and 0.6 ns
[metrics] clock tree from TritonCTS: yes
[metrics] Unique masters post-synth: slightly above 50
[metrics] number of iterations in the first detailed-routing pass: 4
[metrics] area of the die: between 8000 and 9000 sq um
[metrics] slew margin rel.: 59.95%
[metrics] number of cells in the finished layout apart from fillers: 669
[metrics] proportion of layout cells with a drive suffix above 1: ~5.3%
[metrics] mean area per synthesized cell: 7.823 sq um
[metrics] global route overflow: 0
[metrics] number of routed nets with antenna violations: 0
[metrics] unrepaired setup endpoints after global routing: no
[metrics] Clock transition at path regs: 0.03 ns
[metrics] Port-buffer cells: around 42
[metrics] sequential-to-total area share from yosys stat: a little under 2%
[metrics] area of the placeable core: 7807 sq um
[metrics] Vias per Instance: between 5 and 6
[metrics] total number of vias: 3865
[metrics] area occupied by registers: between 80 and 90 sq um
[metrics] startpoint class of the critical path: primary input
[metrics] Worst Slack Setup Final: 0.3826 ns
[metrics] setup-violating endpoint count in the final report: 0
[metrics] number of violations reported at the end of detailed-routing iteration 0: roughly 240
[metrics] leakage power: 2.207 nW
[metrics] post-CTS setup buffer count: 0
[metrics] ant diodes: 0
[metrics] number of placed instances, taps included: ~670
[metrics] register bit total from synthesis: 4
[metrics] maximum number of pins on one net before global-route repair: 12
[metrics] arrival time at the worst endpoint: 3.65 ns
[metrics] pre-CTS setup slack: 0.2155 ns
[metrics] commonest cells after routing, fill and taps aside: sky130_fd_sc_hd__ha_1 (122), sky130_fd_sc_hd__xnor2_1 (59), sky130_fd_sc_hd__clkdlybuf4s50_1 (42)
[metrics] I/O pin total: 43
[metrics] total DRC errors in the routed layout: 0
[metrics] row count: 32
[metrics] antenna violations before repair: 0
[metrics] power per unit of standard cell area: about 170 nW/um^2
[metrics] clock buffer depth: 2
[metrics] outcome: finished, final reports clean
[metrics] max reg flops: 4
[metrics] synthesized netlist cell count: just over 500
[metrics] number of levels in the clock H-tree: 1
[metrics] leading register cell type out of synthesis: sky130_fd_sc_hd__dfxtp_1
[metrics] GR Util All Layers: ~28%
[metrics] HPWL reported at the end of detailed placement: approximately 9400 microns
[metrics] final core utilization: 60.11%
[metrics] cts repair resizes: 0
[metrics] number of buffers added to fix hold violations after cts: 0
[metrics] FILL cells: approximately 720
[metrics] number of synthesis warnings: 1
[metrics] synthesis area per yosys: 4060 sq um
[metrics] number of OpenROAD warnings: ~42
[metrics] area added between synthesis and finish: 15.59%
[metrics] biggest fanout along the worst timing path: 7
[metrics] peak supply drop: roughly 0.00014 V
[metrics] registers with the most flip-flops: is_Collision (4)
[metrics] Tmin final: 3.517 ns
[metrics] startpoint-to-endpoint class of the critical path: in2reg
[metrics] Power Total: between 0.0007 and 0.0008 W
[metrics] type of the worst min-delay path: in2reg
[metrics] count of instantiated cells in the yosys netlist: about 520
[metrics] combined area of all synthesized cells: between 4000 and 5000 sq um
[metrics] highest clock rate: approximately 280 MHz
[metrics] register ranked first by flip-flop count: is_Collision
[metrics] share of flip-flops with an asynchronous set or reset after synthesis: 0%
[metrics] Chip Height: roughly 92 microns
[metrics] Worst Setup End Kind: flop
[metrics] post-layout period usage: about nine tenths
[metrics] accumulated negative setup slack: 0 ns
[metrics] cell at the root of the clock tree: sky130_fd_sc_hd__clkbuf_8
[metrics] number of enable-type register cells in the synthesized netlist: 0
[metrics] Detailed Route WL: 11300 microns
[metrics] number of violations of the max-capacitance limit: 0
## per-stage QoR
| stage | hold WS [ns] | instance area (sq um) |
|---|---|---|
| 2_1_floorplan | 1.038 | 4060 |
| 3_3_place_gp | 1.452 | 4652 |
| 3_5_place_dp | 1.439 | 4652 |
| 4_1_cts | 1.574 | 4693 |
| 5_1_grt | 1.606 | 4693 |
| 6_report | 1.582 | 4693 |
## routing by layer
layer  wire length (microns)  part of all wire, %  global-route usage [%]  vias up
met5                       0                    0                       0        -
met4                      60                 0.53                   1.953        0
met3                     724                  6.4                   3.291        8
met2                    4185                   37                   38.00      116
met1                    6326                   56                   48.20     1745
li1                        -                    -                       -     1996
## cell usage after synthesis (5+ instances only)
| cell type | number | area [sq um] |
|---|---|---|
| sky130_fd_sc_hd__xor2_1 | 18 | 157.7 |
| sky130_fd_sc_hd__a31oi_1 | 6 | 37.54 |
| sky130_fd_sc_hd__ha_1 | 122 | 1526 |
| sky130_fd_sc_hd__nand2_1 | 30 | 112.6 |
| sky130_fd_sc_hd__a21o_1 | 14 | 105.1 |
| sky130_fd_sc_hd__inv_1 | 40 | 150.1 |
| sky130_fd_sc_hd__o21a_1 | 9 | 67.56 |
| sky130_fd_sc_hd__o21ai_0 | 22 | 110.1 |
| sky130_fd_sc_hd__xnor2_1 | 59 | 516.8 |
| sky130_fd_sc_hd__a21oi_1 | 32 | 160.2 |
| sky130_fd_sc_hd__nor2b_1 | 6 | 37.54 |
| sky130_fd_sc_hd__nand2b_1 | 7 | 43.79 |
| sky130_fd_sc_hd__buf_2 | 7 | 35.03 |
| sky130_fd_sc_hd__a211oi_1 | 6 | 45.04 |
| sky130_fd_sc_hd__nand4_1 | 12 | 75.07 |
| sky130_fd_sc_hd__nor3_1 | 10 | 50.05 |
| sky130_fd_sc_hd__nor2_1 | 30 | 112.6 |
| sky130_fd_sc_hd__and3_1 | 5 | 31.28 |
| sky130_fd_sc_hd__nand3_1 | 13 | 65.06 |
| sky130_fd_sc_hd__clkbuf_1 | 5 | 18.77 |
## where the power goes
group	internal [W]	leakage [nW]	switching, W	total (W)
Sequential	0.0000450	0.0325	0.00000182	0.0000469
Clock	0.0000667	0.0216	0.0000305	0.0000972
Combinational	0.000301	2.15	0.000354	0.000655
## final timing paths
kind  slack (ns)         from                      end  cells after the start
max         0.38  x_ground[0]  is_Collision[1]$_DFF_P_                     12
min         1.58    x_blue[5]  is_Collision[3]$_DFF_P_                      4
## kinds of logic (layout without fill, tap and decap cells)
family	Yosys count	after routing	share of synthesized area, %
flops	4	4	1.972
simple gates	128	128	15.93
fa+ha+maj	123	123	37.87
buf+inv	59	107	6.594
compound gates	128	128	21.02
xor+xnor	77	77	16.61
## worst max-delay path, stage by stage
cell,delay [ns]
sky130_fd_sc_hd__clkdlybuf4s50_1,0.53
sky130_fd_sc_hd__ha_1,0.32
sky130_fd_sc_hd__a211oi_2,0.46
sky130_fd_sc_hd__nor2_1,0.10
sky130_fd_sc_hd__xnor2_1,0.18
sky130_fd_sc_hd__ha_1,0.31
sky130_fd_sc_hd__nand3_1,0.08
sky130_fd_sc_hd__nor3_1,0.28
sky130_fd_sc_hd__nor2_1,0.08
sky130_fd_sc_hd__a21boi_0,0.17
sky130_fd_sc_hd__o22ai_1,0.15
sky130_fd_sc_hd__nor4b_2,0.21
## cell type report
type                    count  share of cell area, %
inverters                  41                  3.279
well taps                 102                  2.719
repair buffers             63                  12.32
clock buffers               3                 0.8798
multi-input cells         456                  79.10
flip-flops and latches      4                  1.706
No activity file was given, so power comes from the tool's default toggle rates.
